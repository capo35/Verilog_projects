## flow/config.mk

```make
export PLATFORM = sky130hd
export DESIGN_NAME = uart_overall
export DESIGN_NICKNAME = uart_overall
export VERILOG_FILES = /design/flow/design.v
export SDC_FILE = /design/flow/constraint.sdc
export NUM_CORES = 4
export LEC_CHECK = 1
export CORE_UTILIZATION = 50
```

## flow/design.v

```verilog
module Fifo_genrator #(
    parameter ADDR = 8,     
    parameter DEBTH = 8     
) (
    input wr_en,            
    input rd_en,            
    input clk,              
    input reset_n,          
    input [ADDR - 1 : 0] Data_in,  
    output reg [ADDR - 1 : 0] Data_out,  
    output full,            
    output empty            
);
    reg [ADDR - 1: 0] memory [0 : DEBTH - 1];    
    reg [$clog2(DEBTH) - 1 : 0] count, wr_ptr, rd_ptr;  
    assign full = (count == DEBTH);
    assign empty = (count == 0);
    always @(posedge clk or negedge reset_n) begin
        if (!reset_n) begin
            wr_ptr <= 0;
            rd_ptr <= 0;
            count <= 0;
            Data_out <= 0;
        end
        else begin
            if (wr_en && !full) begin
                memory[wr_ptr] <= Data_in;
                wr_ptr <= wr_ptr + 1;
                if (count == 0)  
                    Data_out <= Data_in;
                count <= count + 1;
            end
            if (rd_en && !empty) begin
                Data_out <= memory[rd_ptr];
                rd_ptr <= rd_ptr + 1;
                count <= count - 1;
            end
        end
    end
endmodule
module receiver #(
    parameter  DBIT= 8, SB_TICK=16
) (
    input  rx,
    input s_tick,clk,reset_n,
    output [DBIT - 1 : 0] rx_dout,
    output reg rx_done_tick
);
    localparam idle =0 , start =1 , data=2 , stop=3; 
    reg [1:0] state_next,state_reg;
    reg [$clog2(DBIT)  : 0 ] s_next,s_reg; 
    reg [$clog2(DBIT) - 1 : 0 ] n_next,n_reg; 
    reg [ DBIT - 1 : 0 ] b_next,b_reg;
    always @(posedge clk , negedge reset_n) begin
        if(!reset_n) begin
          state_reg<=idle;  
          s_reg<=0;
          n_reg<=0;
          b_reg<=0;
        end
        else begin
          state_reg<=state_next;
          s_reg<=s_next;
          n_reg<=n_next;
          b_reg<=b_next;
        end
    end
        always @(*) begin
        state_next=state_reg;
        s_next=s_reg;
        n_next=n_reg;
        b_next=b_reg;
        rx_done_tick=1'b0;   
            case (state_reg)
                idle : 
                    if(~rx) begin
                     s_next=1'b0;
                    state_next=start;  
                    end
                    else 
                    state_next=idle;
                start : 
                     if(s_tick) begin
                        if(s_reg==7) begin
                          s_next=0;
                          n_next=0;
                          state_next=data; 
                        end
                        else begin
                        s_next=s_reg+1;
                        state_next=start;  
                        end
                     end
                     else
                        state_next=start;
                data :
                    if(s_tick) begin
                        if(s_reg==15) begin
                        s_next=0;
                        b_next={ rx , b_reg[DBIT-1 : 1] } ;               
                        if(n_reg==(DBIT - 1)) begin
                            state_next=stop;
                        end
                        else begin
                            n_next=n_reg+1;
                            state_next=data;
                        end
                        end
                        else begin
                        s_next=s_reg+1;
                        state_next=data;
                        end  
                    end
                    else 
                    state_next=data;
              stop :
                    if(s_tick) begin
                        if(s_reg==(SB_TICK-1)) begin
                        rx_done_tick=1'b1;
                        state_next=idle;   
                        end    
                        else begin
                        s_next=s_reg+1; 
                        state_next=stop;  
                        end                     
                    end
                    else
                    state_next=stop;             
                default: state_next=idle;
            endcase
        end
        assign rx_dout = b_reg;    
endmodule
module Timer_Nbits #(
    parameter Bits = 4
) (
    input clk, reset, enable,              
    input [Bits - 1:0] FINAL_VALUE,
    output done
);
    reg [Bits - 1:0] Q_next, Q_reg;
    always @(posedge clk or negedge reset) begin
        if (!reset)                        
            Q_reg <= 1'b0;
        else if (enable)
            Q_reg <= Q_next;
    end
    assign done = (Q_reg == FINAL_VALUE);
    always @(*) begin
        Q_next = done ? 0 : Q_reg + 1;     
    end
endmodule
module Transmetr #(
    parameter  DBIT= 8, SB_TICK=16
) (
    input [DBIT - 1 : 0] tx_din,
    input s_tick,clk,reset_n,tx_start,
    output  tx,
    output reg tx_done_tick
);
    localparam idle =0 , start =1 , data=2 , stop=3; 
    reg [1:0] state_next,state_reg;
    reg [$clog2(DBIT)  : 0 ] s_next,s_reg; 
    reg [$clog2(DBIT) - 1 : 0 ] n_next,n_reg; 
    reg [ DBIT - 1 : 0 ] b_next,b_reg;
    reg tx_next,tx_reg;
    always @(posedge clk , negedge reset_n) begin
        if(!reset_n) begin
          state_reg<=idle;  
          s_reg<=0;
          n_reg<=0;
          b_reg<=0;
          tx_reg<=1;
        end
        else begin
          state_reg<=state_next;
          s_reg<=s_next;
          n_reg<=n_next;
          b_reg<=b_next;
          tx_reg<=tx_next;
        end
    end
        always @(*) begin
        state_next=state_reg;
        s_next=s_reg;
        n_next=n_reg;
        b_next=b_reg;
        tx_done_tick=1'b0;    
            case (state_reg)
                idle : begin            
                    tx_next=1'b1;
                    if(tx_start) begin
                     s_next=1'b0;
                     b_next=tx_din;
                    state_next=start;  
                    end
                    else 
                    state_next=idle;
                end    
                start : begin
                    tx_next=1'b0;
                     if(s_tick) begin
                        if(s_reg==15) begin
                          s_next=0;
                          n_next=0;
                          state_next=data; 
                        end
                        else begin
                        s_next=s_reg+1;
                        state_next=start;  
                        end
                     end
                     else
                        state_next=start;
                end        
                data : begin
                    tx_next=b_reg[0];
                    if(s_tick) begin
                        if(s_reg==15) begin
                        s_next=0;
                        b_next={ 1'b0 , b_reg[DBIT-1 : 1] } ;               
                        if(n_reg==(DBIT - 1)) begin
                            state_next=stop;
                        end
                        else begin
                            n_next=n_reg+1;
                            state_next=data;
                        end
                        end
                        else begin
                        s_next=s_reg+1;
                        state_next=data;
                        end  
                    end
                    else 
                    state_next=data;
                end
              stop : begin
                    tx_next=1'b1;
                    if(s_tick) begin
                        if(s_reg==(SB_TICK-1)) begin
                        tx_done_tick=1'b1;
                        state_next=idle;   
                        end    
                        else begin
                        s_next=s_reg+1; 
                        state_next=stop;  
                        end                     
                    end
                    else
                    state_next=stop;  
              end               
                default: state_next=idle;
            endcase
        end
    assign tx=tx_reg;      
endmodule
module uart_overall #(
    parameter FINAL_VALUE=650,DBIT=8,SB_TICK=16
) (
   input clk,reset_n,
   input rx,
   output  [DBIT - 1 : 0]  r_data,
   input rd_uart,
   output rx_empty,
   input [DBIT - 1 : 0]  W_data,
   input wr_uart,
   output tx_full,
   output tx
);
  wire done;
Timer_Nbits #(.Bits($clog2(FINAL_VALUE))) timerGen0 (
.clk(clk),
.reset(reset_n),
.enable(1'b1),
.FINAL_VALUE(FINAL_VALUE),
.done(done)
);
wire [DBIT - 1 : 0] rx_dout;
wire rx_done_tick;
receiver #(.DBIT(DBIT),.SB_TICK(SB_TICK)) uart_Rx(
.rx(rx),
.clk(clk),
.reset_n(reset_n),
.s_tick(s_tick),
.rx_dout(rx_dout),
.rx_done_tick(rx_done_tick)
);
Fifo_genrator #(.ADDR(DBIT), .DEBTH(8)) fifo_G0(
.wr_en(rx_done_tick),
.rd_en(rd_uart),
.clk(clk),
.reset_n(reset_n),
.Data_in(rx_dout),
.Data_out(r_data),
.empty(rx_empty),
.full()
);
wire [DBIT-1:0] tx_din;
wire tx_fifo_start,tx_done_tick;
Fifo_genrator #(.ADDR(DBIT), .DEBTH(8)) fifo_G1(
.wr_en(wr_uart),
.rd_en(tx_done_tick),
.clk(clk),
.reset_n(reset_n),
.Data_in(W_data),
.Data_out(tx_din),
.empty(tx_fifo_start),
.full(tx_full)
);
Transmetr #(.DBIT(DBIT),.SB_TICK(SB_TICK)) uart_tx (
.tx_din(tx_din),
.s_tick(done),
.clk(clk),
.reset_n(reset_n),
.tx_start(~tx_fifo_start),
.tx(tx),
.tx_done_tick(tx_done_tick)
); 
endmodule
```

## flow/constraint.sdc

```tcl
current_design uart_overall

set clk_period 5.1
set clk_io_pct 0.2

create_clock -name clk0 -period $clk_period [get_ports {clk}]

set non_clock_inputs [all_inputs -no_clocks]
set_input_delay [expr $clk_period * $clk_io_pct] -clock clk0 $non_clock_inputs
set_output_delay [expr $clk_period * $clk_io_pct] -clock clk0 [all_outputs]
```

## flow/run.sh

```bash
#!/bin/bash
# OpenROAD 26Q1-2900-gdf79404cd8, Yosys 0.63+post, stock flow scripts
make -C /OpenROAD-flow-scripts/flow DESIGN_CONFIG=/design/flow/config.mk WORK_HOME=/design/flow/orfs finish
```

==> out/summary.txt <==
gr usage total: 21.91%
post-layout minimum cycle time: 2.844 ns
# IOs: 24
H-tree depth: 4
TritonCTS Sinks: 141
Seq cells post-synth: 141
number of enable flip-flop cells: 64
switching share of power: 24.11%
Critical Path Fanout Max: 19
dpl ws: 2.238 ns
via count: 3,702
vias in the first global route: 3,789
worst hold path type: reg -> reg
Post-CTS Hold Fix Bufs: 0
Pleak: 2.852 nW
OpenROAD warnings: 37
Area Overhead vs Synth: 14.02%
Std-Cell Rows: 40
Worst setup SP type: flop
initial antenna violation count: 0
vias per cell: 5.476
FP Core Util: 51.52%
Logic pwr share: 11.4%
Critical R2R Launch: fifo_G1.rd_ptr[2]$_DFFE_PN0P_
IO Port Bufs: 22
Power per Cell Area: 395.9 mW/mm^2
ANT nets after route: 0
Mapped Cells: 474
Post-synth top cells: dfrtp_1 (74), edfxtp_1 (64), nand2_1 (58), mux2_2 (34)
CP required: 5.43 ns
# DRC: 0
cells in synth_stat.txt: 474
DIE AREA: 0.01293 sq mm
cells on worst reg2reg path: 6
r2r setup slk: 2.26 ns
period utilization: 55.77%
Comb area: 0.002225 sq mm
Worst-Margin Slew: 0.7149 ns
synth warn: 8
Final HPWL DP: 8187 um
Worst Setup End Kind: flop
final setup violation count: 0
Seq pwr share: 50.3%
post-CTS sizing: 0
Post-Route Skew: 0.006576 ns
# placed instances: 646
Area contributors post-synth: edfxtp_1 (31%), dfrtp_1 (30%), mux2_2 (6.1%)
Flop area: 0.003852 sq mm
Netlist Area Pre-Place: 0.006240 sq mm
max FFs per register: 64
clock buffer depth: 2
layout filler cell count: 977
Design Power: 2.817 mW
WL/cell: 18.00 um
total routed wirelength: 12,170 um
clock latency (worst-skew pair): 0.41 ns
Area leader share: 30.80%
GR Overflow Total: 0
final worst slack: 2.256 ns
clock group share of total power: 38.3%
Fin. Hold Viols: 0
Max Slew Vio Count: 0
die height: 113.7 um
Seq share, synth: 61.74%
setup bufs post-CTS: 0
Clk pin slew, worst setup/hold paths: 0.06 ns
RR Endpoint: fifo_G1.Data_out[0]$_DFFE_PN0P_
initial drt markers: 180
iteration tally of the first detailed-router pass: 4
status: complete, no violations
Psw: 0.6790 mW
largest net degree at the start of global routing: 59
RSZ-0062 raised after global routing: no
VDD IR max: 0.2207 mV
dominant register cell: dfrtp_1
crit path from: fifo_G1.rd_ptr[2]$_DFFE_PN0P_
clk root buf: clkbuf_16
Cell Type Count: 57
syn avg cell area: 13.16 sq um
TritonCTS Buffers: 17
Max-slew headroom: 52.16%
placed inst area: 0.006603 sq mm
layout cells sized above 1: 14.96%
Worst Setup EP: fifo_G1.Data_out[0]$_DFFE_PN0P_
core area: 0.01211 sq mm
max_cap viols: 0
Design Area, Final: 0.007114 sq mm
cell type with the largest total area: edfxtp_1
count leader, synth: dfrtp_1
CTS tree: done
YS chip area: 0.006240 sq mm
fmax: 351.6 MHz
CP Class: reg -> reg
Routability Congestion: 0.8635
Die X: 113.7 um
antenna cells: 0
internal power: 2.138 mW
CP arrival: 3.17 ns
first-pass GRT wire length: 20,030 um
asr flop ratio synth: 54.61%
Finished Layout Cells: 676
setup tns final: 0 ns
## layer usage
metal / global-route usage [%] / up-vias / wire length [um]
li1: - / 1781 / -
met1: 33.63 / 1825 / 5411
met2: 34.19 / 80 / 6000
met3: 5.956 / 16 / 510
met4: 4.211 / 0 / 244
met5: 0 / - / 0
## critical path, stage by stage, from the launching register on
cell and delay (ns):
dfrtp_1 0.78, inv_1 0.14, ha_1 0.37, or4_1 0.67, or2_0 0.41, a31o_1 0.25, mux2i_1 0.15
## through the flow
| step | hold WS (ns) | util, % |
|---|---|---|
| final | 0.4781 | 58.74 |
| after global routing | 0.5001 | 58.74 |
| after CTS | 0.4820 | 58.74 |
| after detailed placement | 0.4622 | 54.51 |
| after global placement | 0.4561 | 54.51 |
| after floorplan | 0.4213 | - |
## cell families after synthesis
kind of cell               count (synthesis)  synth area share, %
muxes                                     62                10.77
adders and majority gates                 22                4.532
AOI/OAI and AO/OA                         58                7.119
xor gates and xnor gates                  11                1.544
buffers and inverters                     39                2.787
and+or+nand+nor                          140                11.45
other                                      1              0.06010
DFF                                      141                61.74
## how the worst min path moves through the flow
stage,start,end,slack [ns],depth (start not counted)
4_1_cts,timerGen0.Q_reg[0]$_DFF_PN0_,timerGen0.Q_reg[0]$_DFF_PN0_,0.48,1
5_1_grt,reset_n,timerGen0.Q_reg[0]$_DFF_PN0_,0.50,1
6_report,timerGen0.Q_reg[0]$_DFF_PN0_,timerGen0.Q_reg[0]$_DFF_PN0_,0.48,1
## cell usage in the layout, fill, tap and decap left out, types with 3 or more instances in the layout
cell / netlist / final
nand3_1: 10 / 10
a21oi_1: 4 / 4
nor2_1: 14 / 14
clkdlybuf4s50_1: 0 / 21
or2_2: 3 / 3
and3_1: 5 / 5
xor2_1: 3 / 3
nor3_1: 13 / 12
dfrtp_1: 74 / 74
and2_1: 3 / 3
dfstp_2: 3 / 3
ha_1: 21 / 21
o31ai_1: 3 / 3
a31oi_1: 3 / 3
clkinv_1: 1 / 4
nand2_1: 58 / 58
nor2b_1: 7 / 7
inv_1: 15 / 15
clkbuf_16: 0 / 17
edfxtp_1: 64 / 64
a31o_1: 8 / 8
buf_4: 2 / 6
xnor2_1: 8 / 8
clkinv_2: 0 / 6
mux2_1: 7 / 7
and4_1: 3 / 3
nand4_1: 7 / 7
a22o_1: 11 / 11
mux2_2: 34 / 34
mux2i_1: 21 / 21
o21ai_0: 9 / 9
a221oi_1: 9 / 9
## power by group through the flow
stage | sequential [mW] | combinational [mW] | clock [mW]
finish | 1.42 | 0.321 | 1.08
CTS | 1.42 | 0.328 | 1.10
global route | 1.44 | 0.368 | 1.16
## layout make-up
| type | count | share of cell area (%) |
|---|---|---|
| Clock buffer | 19 | 6.085 |
| Timing Repair Buffer | 27 | 3.588 |
| Clock inverter | 11 | 1.108 |
| Inverter | 16 | 0.8442 |
| Sequential cell | 141 | 54.15 |
| Tap cell | 168 | 2.955 |
| Multi-Input combinational cell | 294 | 31.27 |
Power figures rest on the tool's default switching activity, not on a simulated workload.
